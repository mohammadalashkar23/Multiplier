--- design/flow/config.mk ---
export PLATFORM = sky130hd
export DESIGN_NAME = SevenSegDecWithEn
export DESIGN_NICKNAME = SevenSegDecWithEn
export VERILOG_FILES = /design/flow/design.v
export SDC_FILE = /design/flow/constraint.sdc
export NUM_CORES = 4
export LEC_CHECK = 1
export CORE_AREA = 10 10 70 70
export DIE_AREA = 0 0 80 80
--- design/flow/constraint.sdc ---
current_design SevenSegDecWithEn

set clk_period 1.4
set clk_io_pct 0.2

create_clock -name clk0 -period $clk_period

set non_clock_inputs [all_inputs -no_clocks]
set_input_delay [expr $clk_period * $clk_io_pct] -clock clk0 $non_clock_inputs
set_output_delay [expr $clk_period * $clk_io_pct] -clock clk0 [all_outputs]
--- design/flow/design.v ---
`timescale 1ns / 1ps
module SevenSegDecWithEn(
    input [1:0] en,
    input [3:0] num,
    output reg [6:0] segments,
    output reg [3:0] anode_active
);
    always @ (num,en) begin
        case( en )
            0: anode_active = 4'b1110;
            1: anode_active = 4'b1101;
            2: anode_active = 4'b1011;
            3: anode_active = 4'b0111;
            default: anode_active = 4'b1111;
        endcase
        case (num)
            0: segments = 7'b1000000;
            1: segments = 7'b1111001;
            2: segments = 7'b0100100;
            3: segments= 7'b0110000;
            4: segments =7'b0011001;
            5:segments = 7'b0010010;
            6:segments = 7'b0000010;
            7: segments = 7'b1111000;
            8: segments = 7'b0000000;
            9: segments = 7'b0011000;
            default: segments = 7'b1111111;  
        endcase
    end
endmodule
--- design/flow/run.sh ---
#!/bin/bash
# OpenROAD 26Q1-2900-gdf79404cd8, Yosys 0.63+post, stock flow scripts
make -C /OpenROAD-flow-scripts/flow DESIGN_CONFIG=/design/flow/config.mk WORK_HOME=/design/flow/orfs finish
==> Slide: Implementation Results <==
Physical Implementation Snapshot

Outcome
  • Status: finished clean

Floorplan
  • Chip area: 6400 sq um
  • Die X: 80 um
  • Row count: 21
  • Die height: 80 um
  • Boundary Pins: 17
  • Std-Cell Core Area: 3420 sq um
  • Starting Density: 0.0773

Drt
  • DR vias/cell: 3.13
  • Vias after detailed routing: 351
  • 1st-pass router iterations: 2
  • Initial drt markers: 10
  • Post-DR wirelength/cell: 8.77 um
  • Routed wire length: 982 um
  • Remaining antenna violation count: 0
  • DRC: 0
  • Antenna cells: 0

Place
  • DP HPWL: 682 um
  • Placed insts: 106
  • Port-buffer cells: 17
  • Dpl ws: -0.691 ns
  • RePlAce Congestion: 0.730

STA
  • Max-slew headroom: 0.897
  • Fmax achieved: 729 MHz
  • Hold violation count in the final report: 0
  • Slew @ Worst Pin: 0.155 ns
  • Period utilisation layout: 0.980
  • Final WS setup: 0.0280 ns
  • RSZ-0062 raised after global routing: yes
  • Hold slack: 0.979 ns
  • Final setup viols: 0
  • Setup TNS: 0 ns
  • Slew Limit Fails: 0
  • Period minus WS final: 1.37 ns

Power
  • Pwr per Cell Area: 272 nW/um^2
  • Leak pwr: 0.283 nW
  • Worst vdd ir: 55.0 uV

Yosys
  • Comb area leader: simple AND/OR/NAND/NOR gates
  • Top area cell types: ha_1, o21ai_2, nand2b_1
  • XORs/XNORs by Area: 0
  • Adders+Majority by Area: 0.237
  • Cell Area, Synth: 264 sq um
  • Unique cell types: 15
  • Ys Warns: 1
  • Yosys chip area: 264 sq um
  • Multiplexer area fraction after synthesis: 0
  • Largest area contributor in the netlist: ha_1
  • Yosys simple share: 0.341
  • Top-area cell share: 0.237
  • Post-synthesis sequential area ratio: 0
  • Number of cells in Yosys stat: 38
  • Syn Inst Count: 38
  • Aoi share: 0.318
  • Avg Inst Size Synth: 6.95 sq um

Setup path
  • CP top delay family: buffers and inverters
  • Most frequent CP cell: nor2_1
  • CP Class: primary input to output port
  • CP endpoint kind: output port
  • Crit path depth: 7
  • Data required, critical path: 1.12 ns
  • Crit-path cells: buf_8 -> inv_4 -> buf_6 -> ha_4 -> nor2_1 -> nor2_1 -> dlygate4sd2_1
  • CP max-delay cell: ha_4
  • Critical path buffers and inverters: 4
  • CP endpoint: segments[1]
  • CP Launch Point: num[0]
  • Critical Path Source Type: primary input
  • Peak per-stage delay on the critical path: 0.23 ns
  • Crit path DAT: 1.09 ns
  • Crit-path max FO: 3

Clocking
  • # hold bufs at CTS: 0

Final layout
  • Final cell count without fillers: 112
  • Commonest Layout Cell: o21ai_2
  • Comb area: 305 sq um
  • FF/Latch Area: 0 sq um
  • Synth-to-layout area growth: 159%
  • # fillers: 371
  • Final Core Density: 0.200
  • Flop count: 0
  • Ratio of cells with drive above 1 in the final layout: 0.667
  • Top logic cells by instance count in the layout: o21ai_2, buf_4, buf_6
  • Clkbuf count: 0

Global route
  • Gr ovfl total: 0
  • Initial antenna violation count: 0
  • GRT Total Usage: 0.0293
  • Largest net degree at the start of global routing: 8
  • First-pass GRT wire length: 1620 um
  • Vias in the first global route: 359

Run
  • Max Cap Viol: 0
  • Tool warning count: 37

Min path
  • HP Class: primary input to output port
  • HP Start: num[2]
==> final cells by class <==
type               count  area share
multi-input cells     33       0.446
inverters              3      0.0201
well taps             46      0.0841
repair buffers        30       0.450
==> Yosys cell counts <==
master and count:
a21oi_1 3, buf_2 1, buf_6 1, ha_1 5, inv_1 3, nand2_1 2
nand2_2 1, nand2b_1 4, nand2b_2 2, nor2_1 4, nor3b_2 1, o21ai_0 1
o21ai_1 4, o21ai_2 5, or2_2 1
==> cell families after synthesis <==
kind of cell    after synthesis
simple gates                 15
buf+inv                       5
fa+ha+maj                     5
compound gates               13
==> through the flow <==
| stage | power [mW] | cell area, sq um |
|---|---|---|
| after global placement | 0.147 | 541 |
| after floorplan | 0.0540 | 264 |
| after CTS | 0.180 | 669 |
| after global routing | 0.206 | 684 |
| after detailed placement | 0.148 | 541 |
| final | 0.186 | 684 |
==> where the power goes <==
group / switching [mW] / internal [mW]
Combinational: 0.0709 / 0.115
Clock: 0 / 0
Sequential: 0 / 0
Total: 0.0709 / 0.115
==> worst min path at each step <==
stage              to  slack, ns  cells after the start
4_1_cts   segments[3]       1.01                      5
5_1_grt   segments[4]       1.02                      4
6_report  segments[4]       0.98                      4
==> layer usage <==
metal	wire length (um)	vias to the layer above	GRT usage
li1	-	185	-
met1	369	159	0.0316
met2	566	7	0.0610
met3	46	0	0.00341
met4	0	0	0
met5	0	-	0
==> repair_timing <==
action	in CTS	in global routing
pin swaps	9	6
gates cloned	2	0
setup endpoints to repair	11	6
buffers inserted	4	0
gates resized	54	11
Power and IR drop assume default switching activity.
